**flow/design.v**
```verilog
`timescale 1ns/1ns
module external_device (clk, reset_n, interrupt, ex_valid, offset, data2);
input clk;
input reset_n;
output reg interrupt;
input ex_valid;
input [16-1:0] offset;
inout [4*16-1:0] data2;
reg [16-1:0] num_clk;  
reg [16-1:0] data [0:16-1];  
reg [4*16-1:0] output_data;
localparam
	INTERRUPT_CLK = 'd184;
assign data2 = ex_valid? output_data: 'bz;
always @(*) begin
	output_data = {data[4 * offset], data[4 * offset + 1], data[4 * offset + 2], data[4 * offset + 3]};
end
always @(posedge clk) begin
	if(!reset_n) begin
		data[16'd0] <= 16'h0001;
		data[16'd1] <= 16'h0002;
		data[16'd2] <= 16'h0003;
		data[16'd3] <= 16'h0004;
		data[16'd4] <= 16'h0005;
		data[16'd5] <= 16'h0006;
		data[16'd6] <= 16'h0007;
		data[16'd7] <= 16'h0008;
		data[16'd8] <= 16'h0009;
		data[16'd9] <= 16'h000a;
		data[16'd10] <= 16'h000b;
		data[16'd11] <= 16'h000c;
		num_clk <= 0;
	end
	else begin
		num_clk <= num_clk+1;
		if (num_clk == INTERRUPT_CLK) begin
			interrupt <= 1;
		end else begin
			interrupt <= 0;
		end
	end
end
endmodule
```
**flow/run.sh**
```bash
#!/bin/bash
# OpenROAD 26Q1-2900-gdf79404cd8, Yosys 0.63+post, stock flow scripts
make -C /OpenROAD-flow-scripts/flow DESIGN_CONFIG=/design/flow/config.mk WORK_HOME=/design/flow/orfs finish
```
**flow/config.mk**
```make
export PLATFORM = sky130hd
export DESIGN_NAME = external_device
export DESIGN_NICKNAME = external_device
export VERILOG_FILES = /design/flow/design.v
export SDC_FILE = /design/flow/constraint.sdc
export NUM_CORES = 4
export LEC_CHECK = 1
export CORE_AREA = 10 10 74 74
export DIE_AREA = 0 0 84 84
```
**flow/constraint.sdc**
```tcl
current_design external_device

set clk_period 3.6
set clk_io_pct 0.2

create_clock -name clk0 -period $clk_period [get_ports {clk}]

set non_clock_inputs [all_inputs -no_clocks]
set_input_delay [expr $clk_period * $clk_io_pct] -clock clk0 $non_clock_inputs
set_output_delay [expr $clk_period * $clk_io_pct] -clock clk0 [all_outputs]
```
==> metrics.csv <==
metric,value,unit
total wire length,2330,um
number of global-route vias before repair,879,
Longest Clk Path Bufs,2,
# Max-Cap Violations,0,
tool warnings,45,
Hold/Removal Path Class,register to register,
Initial Util,33.9,%
Post-Syn Area per Cell,8.41,um2
Reg2Reg Depth,4,
Global Route Usage Sum,6.18,%
Critical Path End Type,output port,
CP Launch Type,primary input,
hold path startpoint,num_clk[15],
fmax,422,MHz
Worst EP arrival,1650,ps
Crit path required time,2880,ps
dpl hpwl,1880,um
CTS H-tree lvls,1,
Root Buffer,clkbuf_8,
wire per inst,11.3,um
Vias per Instance,4.11,
Yosys Chip Area,1350,um2
# rows,23,
first drt pass iteration count,4,
CP Class,primary input to output port,
PwrDens,296,nW/um2
setup TNS,0,ps
utilization after layout,30.8,%
Post-Syn Instances,160,
Top Layout Cells,"conb_1 (52), dfxtp_1 (16), nand2_1 (8)",
Post-CTS Hold Fix Bufs,0,
n_diodes,0,
antenna-violating nets left,0,
RR Startpoint,num_clk[0],
largest net degree at the start of global routing,15,
Hold Worst Slack,483,ps
# resized after CTS,0,
fin crit share,65.9,%
vias post-DR,850,
worst skew pair latency,250,ps
Clock Skew,2.58,ps
final setup violation count,0,
Cell variety after synth,33,
number of post-CTS setup repair buffers,0,
Worst Hold Path EP,num_clk[15],
CP startpoint,offset[0],
crit-path max FO,3,
pre-CTS WS,1220,ps
Total Power,0.363,mW
"Area growth, synth to finish",-8.93,%
buffers added on ports,4,
r2r setup slk,2050,ps
"Seq/Total Area, Yosys",26.0,%
core region area,3970,um2
Worst VDD drop,0.000137,V
# IOs,84,
CTS tree,built,
"Clk pin slew, worst setup/hold paths",60,ps
worst r2r dst,num_clk[12],
Final Hold Fails,0,
worst hold path depth,2,
Commonest Layout Cell,conb_1,
Final Worst Setup Slack,1230,ps
layout cell share with drive strength beyond 1,3.82,%
max-slew violation count,0,
Synth Register Bits,17,
"Min Clock Period, post-route",2370,ps
grt ovf,0,
ys cells,160,
initial antenna violation count,0,
Clock Sinks,17,
Post-route DRC,0,
1st-iter DRT viols,45,
gpl congestion,0.841,
Die Footprint,7060,um2
P_leak,0.513,nW
vertical die size,84,um
unrepaired setup endpoints after global routing,no,
CTS Buf Count,3,
warnings from Yosys,67,
area of the mapped netlist,1350,um2
status,completed,
first-pass GRT wire length,3950,um
die width,84,um
-- synth_stat cells, drive strengths merged --
cell    instances  area share [%]
xnor2           1            0.65
inv             7             2.0
mux2i           3             2.2
nand4           4             2.3
a21oi           5             1.9
clkinv          1            0.28
edfxtp          1             2.2
nor2            6             1.7
nor3            1            0.37
nand2b          5             2.3
or3             3             1.4
dfxtp          16              24
ha              7             6.5
o41ai           2             1.3
buf            61              34
o311ai          2             1.3
or4             2             1.1
xor2            2             1.3
nand3           6             2.6
nor4            5             2.8
o31a            1            0.65
o31ai           2             1.1
nand2           8             2.2
or4b            1            0.74
o21a            1            0.56
nor4b           1            0.65
conb            2            0.56
and2            1            0.47
o21ai           3             1.1
-- final cells by class --
class                           instances  area (um2)
Clock buffer                            4        45.0
Fill cell                             421        2750
Inverter                                8        30.0
Multi-Input combinational cell        124         697
Sequential cell                        17         350
Tap cell                               50        62.6
Timing Repair Buffer                    4        40.0
-- where the power goes --
part / switching (mW) / total (mW) / internal (mW) / leakage (nW)
Combinational: 0.0152 / 0.0255 / 0.0103 / 0.350
Clock: 0.0623 / 0.141 / 0.0785 / 0.0228
Sequential: 0.00385 / 0.197 / 0.193 / 0.140
Total: 0.0813 / 0.363 / 0.282 / 0.513
-- flip-flops by register name, summed over array words and instances (netlist names) --
| signal | count |
|---|---|
| interrupt | 1 |
| num_clk | 16 |
-- critical path, cell delays in order --
cell             delay [ps]
clkdlybuf4s50_1         500
inv_1                    90
ha_1                    190
nor2_1                  100
nor2_1                   40
-- cell families after synthesis --
group,Yosys count,synth area share (%)
compound gates,16,7.91
xor+xnor,3,1.95
fa+ha+maj,7,6.51
buf+inv,69,36.1
flops,17,26.0
mux,3,2.23
other cells,2,0.558
simple gates,43,18.7
-- worst max-delay path by stage --
stage,endpoint,slack [ps],cells after the start
4_1_cts,data2[2],1210,5
6_report,data2[2],1230,5
5_1_grt,data2[2],1160,5
-- through the flow --
stage | instances | area, um2
4_1_cts | 207 | 1220
2_1_floorplan | 210 | 1530
6_report | 207 | 1220
3_5_place_dp | 203 | 1180
3_3_place_gp | 203 | 1180
5_1_grt | 207 | 1220
-- metal layers --
layer / track usage [%] / share of wire, % / vias up
li1: - / - / 424
met1: 8.38 / 48 / 368
met2: 9.83 / 43 / 56
met3: 1.77 / 7.4 / 2
met4: 0.609 / 0.90 / 0
met5: 0 / 0 / -
Power is estimated from default activity; no workload was simulated.
