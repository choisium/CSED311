`./run.sh`:
```
#!/bin/bash
# OpenROAD 26Q1-2900-gdf79404cd8, Yosys 0.63+post, stock flow scripts
make -C /OpenROAD-flow-scripts/flow DESIGN_CONFIG=/design/flow/config.mk WORK_HOME=/design/flow/orfs finish
```
`./config.mk`:
```
export PLATFORM = sky130hd
export DESIGN_NAME = branch_predictor
export DESIGN_NICKNAME = branch_predictor
export VERILOG_FILES = /design/flow/design.v
export SDC_FILE = /design/flow/constraint.sdc
export NUM_CORES = 4
export LEC_CHECK = 1
export CORE_AREA = 10 10 70 70
export DIE_AREA = 0 0 80 80
```
`./constraint.sdc`:
```
current_design branch_predictor

set clk_period 3.4
set clk_io_pct 0.2

create_clock -name clk0 -period $clk_period [get_ports {Clk}]

set non_clock_inputs [all_inputs -no_clocks]
set_input_delay [expr $clk_period * $clk_io_pct] -clock clk0 $non_clock_inputs
set_output_delay [expr $clk_period * $clk_io_pct] -clock clk0 [all_outputs]
```
`./design.v`:
```
module branch_predictor(Clk, Reset_N, PC, isFlush, isBJtype, actualPCtarget, actualPC, nextPC);
input Clk;
input Reset_N;
input [16-1:0] PC;
input isFlush;
input isBJtype;
input [16-1:0] actualPCtarget;
input [16-1:0] actualPC;  
output [16-1:0] nextPC;
reg [1:0] counter;
reg [16-1:0] BTB [0:16-1];
reg [11:0] tagTable [0:16-1];
wire [11:0] selectedTag;
wire [16-1:0] selectedTarget;
wire [3:0] PCBTBidx;
wire [11:0] PCtag;
wire prediction;
wire PCtakenMux;
wire [3:0] actualPCBTBidx;
wire [11:0] actualPCtag;
assign actualPCBTBidx = actualPC[3:0];
assign actualPCtag = actualPC[16-1:4];
assign PCBTBidx = PC[3:0];
assign PCtag = PC[16-1:4];
assign selectedTag = tagTable[PCBTBidx];
assign selectedTarget = BTB[PCBTBidx];
assign prediction = counter[1];
assign PCtakenMux = prediction && (PCtag === selectedTag) && (selectedTarget !== 16'bz);
assign nextPC = isFlush? actualPCtarget : (PCtakenMux ? selectedTarget : PC+1);
always @(posedge Clk) begin
	if(!Reset_N) begin 
			BTB[16'h0] <= 16'bz;
			BTB[16'h1] <= 16'bz;
			BTB[16'h2] <= 16'bz;
			BTB[16'h3] <= 16'bz;
			BTB[16'h4] <= 16'bz;
			BTB[16'h5] <= 16'bz;
			BTB[16'h6] <= 16'bz;
			BTB[16'h7] <= 16'bz;
			BTB[16'h8] <= 16'bz;
			BTB[16'h9] <= 16'bz;
			BTB[16'ha] <= 16'bz;
			BTB[16'hb] <= 16'bz;
			BTB[16'hc] <= 16'bz;
			BTB[16'hd] <= 16'bz;
			BTB[16'he] <= 16'bz;
			BTB[16'hf] <= 16'bz;
			tagTable[16'h0] <= 12'bz;
			tagTable[16'h1] <= 12'bz;
			tagTable[16'h2] <= 12'bz;
			tagTable[16'h3] <= 12'bz;
			tagTable[16'h4] <= 12'bz;
			tagTable[16'h5] <= 12'bz;
			tagTable[16'h6] <= 12'bz;
			tagTable[16'h7] <= 12'bz;
			tagTable[16'h8] <= 12'bz;
			tagTable[16'h9] <= 12'bz;
			tagTable[16'ha] <= 12'bz;
			tagTable[16'hb] <= 12'bz;
			tagTable[16'hc] <= 12'bz;
			tagTable[16'hd] <= 12'bz;
			tagTable[16'he] <= 12'bz;
			tagTable[16'hf] <= 12'bz;
			counter <= 2'b00;
	end
	else begin
		if(isBJtype) begin
			if(isFlush) begin  
				if(counter == 2'b11) counter <= 2'b10;
				else if(counter == 2'b10) counter <= 2'b00; 
				else if(counter == 2'b01) counter <= 2'b11; 
				else if(counter == 2'b00) counter <= 2'b01;
				BTB[actualPCBTBidx] <= actualPCtarget;
				tagTable[actualPCBTBidx] <= actualPCtag;
			end
			else begin  
				if(counter == 2'b11) counter <= 2'b11;
				else if(counter == 2'b10) counter <= 2'b11;
				else if(counter == 2'b01) counter <= 2'b00;
				else if(counter == 2'b00) counter <= 2'b00;
			end
		end
	end
end
endmodule
```
==> flow_metrics.py <==
# Physical implementation metrics
metrics = {
    "logic_synthesis": {
        "synth_cell_type_count": 18,
        "ys_seq_share_pct": 0,
        "largest_area_cell": "xnor2_1",
        "synth_cells": 75,
        "synthTopCellsByArea": "xnor2_1 (20%), o21ai_0 (15%), nand2_1 (14%)",
        "ys_cells": 75,
        "ys_sh_simple_pct": 43.2,
        "synth_chip_area_um2": 440,
        "ys_sh_aoi_pct": 17.9,
        "syn_avg_cell_area_um2": 5.87,
        "yosys.area_share.xor_xnor_pct": 25.9,
        "synth_warnings": 34,
        "synth_area_um2": 440,
        "synth_top_area_share_pct": 19.9,
        "adder_share_pct": 2.84,
        "muxShareOfSynthArea_pct": 5.11,
        "top_logic_kind": "simple AND/OR/NAND/NOR gates",
    },
    "grt": {
        "globalRouteMet2Util_pct": 11.5,
        "busiest_layer": "met2",
        "grt_max_degree": 19,
        "grt_pass1_vias": 767,
        "grt.overflow.total": 0,
        "met1_usage_pct": 7.12,
        "grtUsageTotal_pct": 6.42,
        "grt.met3_usage_pct": 3.07,
        "grt_pass1_wl_mm": 3.43,
        "antenna_found_initial": 0,
    },
    "setup_path": {
        "crit_path_end_kind": "primary output",
        "critPathKind": "in -> out",
        "crit_fanout": 8,
        "start_kind": "input pin",
        "startpoint": "PC[3]",
        "crit_arrival_ps": 2610,
        "required_ps": 2720,
    },
    "final_timing": {
        "finalMaxSlewViolations": 0,
        "finalSetupTns_ps": 0,
        "relSlewSlack_pct": 73.6,
        "fin_crit_sh_pct": 96.6,
        "worst_slack_ps": 114,
        "finalHoldViolCount": 0,
        "worst_pin_slew_ps": 394,
        "report.final.setup_viol": 0,
        "max_freq_mhz": 304,
        "finalCriticalPeriod_ps": 3290,
    },
    "cells_and_area": {
        "ff_count": 0,
        "fill_cells": 372,
        "final_core_util_pct": 33.0,
        "clock_buffers": 0,
        "lay_top_cells": "clkdlybuf4s50_1 (48), nand2_1 (17), buf_4 (15), o21ai_0 (12), xnor2_1 (10)",
        "fin_area_um2": 1130,
        "layout.cells.non_filler": 182,
        "seq_area_um2": 0,
        "area_delta_synth_final_pct": 156,
        "layout.cells.most_common": "clkdlybuf4s50_1",
        "post_route_cells_drive_above_1_share_pct": 16.9,
    },
    "die": {
        "die-area_um2": 6400,
        "rows": 21,
        "die_y_um": 80,
        "die_x_um": 80,
        "ios": 68,
        "coreArea_um2": 3420,
        "fp_util_pct": 12.9,
    },
    "detailed_routing": {
        "vias_per_cell": 4.02,
        "drt_iter0_markers": 37,
        "antenna_cells": 0,
        "dr.pass1.iters": 4,
        "ant_nets": 0,
        "wl_per_cell_um": 11.8,
        "routed_wirelength_mm": 2.15,
        "drc": 0,
        "vias": 731,
    },
    "worst_hold_path": {
        "min_path_type": "in -> out",
        "holdPathEnd": "nextPC[14]",
        "worstHoldStart": "actualPCtarget[14]",
        "hold_depth": 4,
    },
    "placed_design": {
        "dp_cells": 180,
        "pre_cts_ws_ps": -146,
        "place_area_um2": 1070,
        "port_buffers": 49,
        "place_hpwl_mm": 1.83,
        "gp_routability_congestion": 0.757,
    },
    "pwr": {
        "p_per_area_nw_per_um2": 105,
        "p_leak_uw": 0.000399,
        "ir_drop_v": 0.0000385,
    },
    "flow_run": {
        "warnings": 46,
        "maxCapViolCount": 0,
    },
    "outcome": {
        "status": "finished, final reports clean",
    },
    "cts": {
        "hold_buffers": 0,
    },
}
## what timing repair did
action | in CTS | in global routing
buffers inserted | 0 | 2
pin swaps | 1 | 1
resized | 2 | 7
endpoints found under the setup margin | 1 | 4
## worst max-delay path, cell delays in order
cell             delay (ps)
clkdlybuf4s50_1         530
nand4_4                 110
buf_4                   180
nor4_2                  290
xor2_1                  190
mux2_2                  170
clkdlybuf4s50_1         460
## worst max-delay path by stage
| stage | to | slack, ps | depth (start not counted) |
|---|---|---|---|
| finish | nextPC[13] | 110 | 7 |
| global route | nextPC[12] | -20 | 8 |
| CTS | nextPC[12] | 80 | 8 |
## per-stage QoR
| step | hold WS [ps] | power (uW) |
|---|---|---|
| floorplan | 1390 | 26.0 |
| global placement | 2290 | 117 |
| detailed placement | 2290 | 117 |
| CTS | 2140 | 118 |
| global route | 2200 | 132 |
| finish | 2140 | 119 |
## Yosys cell counts
library cell / instances
o31ai_1: 1
nor4_1: 3
nand3_1: 5
nor3_1: 4
o21ai_0: 13
clkbuf_1: 3
nor2_1: 4
nand4_1: 2
nand2_1: 17
a31oi_1: 1
mux2_2: 2
inv_1: 3
ha_1: 1
xor2_1: 3
or2_0: 1
nand4_4: 1
or4_1: 1
xnor2_1: 10
## cell families (layout without fill, tap and decap cells)
logic type	after synthesis	after routing
AOI/OAI and AO/OA	15	15
and+or+nand+nor	38	38
buffers and inverters	6	67
adders and majority gates	1	1
xor gates and xnor gates	13	13
muxes	2	2
## metal layers
metal,share of wire [%],vias up,wire (um)
met4,0,0,0
met5,0,-,0
met3,14,0,306
met1,37,318,801
met2,49,26,1050
li1,-,387,-
## cell type report
| type | count | area, um^2 | area share, % |
|---|---|---|---|
| tap | 46 | 57.6 | 5.11 |
| multi-input combinational | 69 | 455 | 40.4 |
| timing repair buffer | 64 | 602 | 53.4 |
| inverter | 3 | 11.3 | 1.00 |
## report_power, final
part	internal (uW)	total (uW)	switching [uW]	leakage (uW)
clock network	0	0	0	0
logic	81.7	119	37.1	0.000399
registers	0	0	0	0
total	81.7	119	37.1	0.000399
Power figures rest on the tool's default switching activity, not on a simulated workload.
