==> flow/design.v <==
module SUMANDSUB #(parameter data_width = 16) (
	input [data_width - 1 : 0] operand1,
	input [data_width - 1 : 0] operand2,
	input [3 : 0] opCode,
        output reg [data_width - 1: 0] result,
        output reg isOverflow);
    wire [data_width - 1: 0] temp;
    assign temp = opCode === 4'b0000 ? operand1 + operand2 : operand1 - operand2;
    always @(*) begin
        result <= temp;
        if (opCode === 4'b0000
            ? (operand1[data_width - 1] === operand2[data_width - 1]) && (operand1[data_width - 1] !== temp[data_width -1])
            : (operand1[data_width - 1] !== operand2[data_width - 1]) && (operand1[data_width - 1] !== temp[data_width -1]))
            isOverflow <= 1;
        else
            isOverflow <= 0;
    end
endmodule
module BITWISE #(parameter data_width = 16) (
    input [data_width - 1 : 0] operand1,
    input [data_width - 1 : 0] operand2,
    input [3 : 0] opCode,
        output reg [data_width - 1: 0] result);
    always @(*) begin
        case (opCode)
            4'b0011: result <= ~operand1;
            4'b0100: result <= operand1 & operand2;
            4'b0101: result <= operand1 | operand2;
            4'b0110: result <= ~(operand1 & operand2);
            4'b0111: result <= ~(operand1 | operand2);
            4'b1000: result <= operand1 ^ operand2;
            default: result <= ~(operand1 ^ operand2);   
        endcase
    end
endmodule
module SHIFT #(parameter data_width = 16) (
    input [data_width - 1 : 0] operand,
    input [3 : 0] opCode,
        output reg [data_width - 1: 0] result);
    wire [data_width - 1: 0] sign = operand[data_width - 1] << data_width - 1;
    always @(*) begin
        case (opCode)
            4'b1010: result <= operand << 1;
            4'b1011: result <= operand >> 1;
            4'b1100: result <= operand <<< 1;
            default: result <= (operand >> 1) + sign;   
        endcase
    end
endmodule
module OTHER #(parameter data_width = 16) (
    input [data_width - 1 : 0] operand,
    input [3 : 0] opCode,
        output reg [data_width - 1: 0] result);
    always @(*) begin
        case(opCode)
            4'b0010: result <= operand;
            4'b1110: result <= ~operand + 1;
            default: result <= 0;   
        endcase
    end
endmodule
module ALU #(parameter data_width = 16) (
	input [data_width - 1 : 0] A, 
	input [data_width - 1 : 0] B, 
	input [3 : 0] FuncCode,
       	output reg [data_width - 1: 0] C,
       	output reg OverflowFlag);
wire [data_width - 1: 0] sumandsub_c;
wire sumandsub_overflowflag;
wire [data_width - 1: 0] bitwise_c;
wire [data_width - 1: 0] shift_c;
wire [data_width - 1: 0] other_c;
initial begin
	C = 0;
	OverflowFlag = 0;
end
always @(*) begin
	case (FuncCode)
		4'b0000, 4'b0001:
			begin
				C <= sumandsub_c;
				OverflowFlag <= sumandsub_overflowflag;
			end
		4'b0011, 4'b0100, 4'b0101, 4'b0110,
		4'b0111, 4'b1000, 4'b1001:
			begin
				C <= bitwise_c;
				OverflowFlag <= 0;
			end
		4'b1010, 4'b1011, 4'b1100, 4'b1101:
			begin
				C <= shift_c;
				OverflowFlag <= 0;
			end
		default:
			begin
				C <= other_c;
				OverflowFlag <= 0;
			end
	endcase
end
SUMANDSUB my_sumandsub(
	.operand1(A),
	.operand2(B),
	.opCode(FuncCode),
	.result(sumandsub_c),
	.isOverflow(sumandsub_overflowflag)
);
BITWISE my_bitwise(
	.operand1(A),
	.operand2(B),
	.opCode(FuncCode),
	.result(bitwise_c)
);
SHIFT my_shift(
	.operand(A),
	.opCode(FuncCode),
	.result(shift_c)
);
OTHER my_other(
	.operand(A),
	.opCode(FuncCode),
	.result(other_c)
);
endmodule
==> flow/run.sh <==
#!/bin/bash
# OpenROAD 26Q1-2900-gdf79404cd8, Yosys 0.63+post, stock flow scripts
make -C /OpenROAD-flow-scripts/flow DESIGN_CONFIG=/design/flow/config.mk WORK_HOME=/design/flow/orfs finish
==> flow/config.mk <==
export PLATFORM = sky130hd
export DESIGN_NAME = ALU
export DESIGN_NICKNAME = ALU
export VERILOG_FILES = /design/flow/design.v
export SDC_FILE = /design/flow/constraint.sdc
export NUM_CORES = 4
export LEC_CHECK = 1
export CORE_UTILIZATION = 50
==> flow/constraint.sdc <==
current_design ALU

set clk_period 9.6
set clk_io_pct 0.2

create_clock -name clk0 -period $clk_period

set non_clock_inputs [all_inputs -no_clocks]
set_input_delay [expr $clk_period * $clk_io_pct] -clock clk0 $non_clock_inputs
set_output_delay [expr $clk_period * $clk_io_pct] -clock clk0 [all_outputs]
==> Slide: Implementation Results <==
Flow Results at a Glance

Status
  – Outcome: complete, no violations

Timing
  – Final Max Slew Viols: 0
  – Final setup fails: 0
  – Fmax achieved: 0.125 GHz
  – Final period util: 0.832
  – RSZ-0062 raised after global routing: no
  – Worst slew pin tran: 0.863 ns
  – Final critical path time including I/O delays and setup: 7.99 ns
  – Worst slew margin: 0.423
  – Fin. Hold Viols: 0
  – Setup_tns: 0 ns

Synthesis
  – Syn_area_per_cell: 6.76 µm²
  – Sequential cell area fraction in the yosys report: 0
  – Yosys stat cell total: 546
  – Yosys stat area: 3690 µm²
  – Syn Inst Count: 546
  – Synth cell types: 69
  – Mapped cell area: 3690 µm²
  – Ys Warns: 5

Worst setup path
  – Req. time, crit path: 7.68 ns
  – Crit-path most repeated cell: clkdlybuf4s50_1
  – WS Path Type: input pin to primary output
  – Worst-path fanout max: 36
  – CP Buf/Inv Count: 3
  – Slowest library cell on the worst path: nor4_4
  – CP startpoint kind: input pin
  – Critical path's largest stage delay: 0.78 ns
  – Worst-path cell chain: clkdlybuf4s50_1 -> buf_4 -> nor4_4 -> mux2_2 -> ha_1 -> a211oi_2 -> o21bai_1 -> o21a_1 -> o31ai_1 -> xnor2_1 -> mux2i_1 -> clkdlybuf4s50_1
  – CP Capture Type: primary output
  – Top delay family on crit path: buffers and inverters
  – WP data arrival: 6.07 ns

Worst hold path
  – Hold crit path type: input pin to primary output

Run
  – Max capacitance violation total: 0
  – OpenROAD warning count: 53

Die
  – Chip area: 7730 µm²
  – Boundary Pins: 53
  – Initial Utilization: 0.532
  – Die X: 87.9 µm
  – Chip Height: 87.9 µm
  – Core area: 6940 µm²
  – Core Rows: 30

Placed design
  – IO Port Bufs: 53
  – GP Congestion: 0.936
  – Hpwl dp: 9380 µm

Finish
  – Clkbuf count: 0
  – Seq cells: 0
  – P&R area growth vs syn: 13.9%
  – Final Core Density: 0.605
  – Layout cells sized above 1: 0.0406
  – FF/Latch Area: 0 µm²
  – Fillers: 658

Global routing
  – GRT overflow: 0
  – GRT Total Usage: 0.337
  – First-pass GRT wire length: 19,900 µm
  – Antenna violations before repair: 0
  – Largest net degree at the start of global routing: 70
  – Vias in the first global route: 3,748

Clock tree
  – CTS resizes: 0
  – Setup repair bufs after CTS: 0
  – Hold-fix buffer count after cts: 0

Detailed routing
  – DR iter-0 viols: 364
  – Avg Vias per Cell: 6.44
  – Remaining DRCs: 0
  – WL final: 12,500 µm
  – Post-DR wirelength/cell: 18.9 µm
  – DRT Pass-1 Iters: 5
  – Final ANT Viol Nets: 0
  – Via Count: 4,262
  – Diodes inserted: 0

Power and ir drop
  – Leak: 1.68 nW
  – Max VDD drop: 0.0262 mV
  – Cell Pwr Density: 56.6 nW/µm²
==> power breakdown <==
| group | switching, mW | internal (mW) |
|---|---|---|
| clock network | 0 | 0 |
| logic | 0.131 | 0.107 |
| registers | 0 | 0 |
==> cell families after synthesis <==
group,share of synthesized area
AND-OR/OR-AND,0.375
AND/OR/NAND/NOR,0.213
buffers and inverters,0.0858
adder cells (fa/ha/maj),0.178
XOR/XNOR,0.107
multiplexers,0.0417
==> worst paths after layout <==
kind / start / end / slack [ns] / cells after the start
max: FuncCode[1] / OverflowFlag / 1.61 / 12
min: FuncCode[0] / OverflowFlag / 4.66 / 5
==> placed cells by master (no fill, tap or decap), types with 5 or more instances in the layout <==
cell type,n
a211oi_1,7
a21o_1,5
a21oi_1,59
a22oi_1,7
a31oi_1,17
buf_4,6
clkdlybuf4s50_1,51
ha_1,51
inv_1,36
mux2i_1,12
nand2_1,35
nand2b_1,9
nand3_1,10
nand4_1,6
nor2_1,39
nor2b_1,7
nor3_1,12
o211ai_1,6
o21a_1,7
o21ai_0,34
o221ai_1,10
o22ai_1,15
o31ai_1,5
xnor2_1,29
xor2_1,16
==> final cells by class <==
cell class	count	area, µm²	area share
Inverter	38	143	0.0339
Multi-Input combinational cell	469	3370	0.803
Tap cell	96	120	0.0286
Timing Repair Buffer	59	566	0.135
==> cells in the mapped netlist, types with 4 or more instances <==
library cell  number  area [µm²]
buf_2             18        90.1
xnor2_1           29         254
o221ai_1          10        87.6
a31oi_1           17         106
nor2b_1            7        43.8
o31ai_1            5        37.5
inv_1             36         135
nor2_1            39         146
mux2i_1           12         120
a22oi_1            7        52.6
nand3_1           10        50.1
o31a_1             4        35.0
o21ai_0           34         170
buf_1              4        15.0
a21oi_1           59         295
nor4_1             4        25.0
o32ai_1            4        35.0
a21o_1             5        37.5
nand2_1           35         131
o22ai_1           15        93.8
o21a_1             7        52.6
xor2_1            16         140
nor3_1            12        60.1
or2_2              4        25.0
clkbuf_1          15        56.3
a211oi_1           7        52.6
ha_1              51         638
nand2b_1           9        56.3
nand4_1            6        37.5
and3_1             4        25.0
o211ai_1           6        45.0
==> routing by layer <==
layer	vias to the layer above	wire (µm)	track usage
li1	2086	-	-
met1	1947	5660	0.513
met2	198	5430	0.505
met3	31	1130	0.0458
met4	0	294	0.0760
met5	-	0	0
==> per-stage QoR <==
| stage | power [mW] | cell area (µm²) | instances | hold WS [ns] | setup slack, ns |
|---|---|---|---|---|---|
| after floorplan | 0.154 | 3690 | 546 | 4.03 | 3.22 |
| after global placement | 0.233 | 4200 | 662 | 4.67 | 1.69 |
| after detailed placement | 0.233 | 4200 | 662 | 4.67 | 1.64 |
| after CTS | 0.235 | 4200 | 662 | 4.67 | 1.63 |
| after global routing | 0.262 | 4200 | 662 | 4.73 | 1.35 |
| final | 0.238 | 4200 | 662 | 4.66 | 1.61 |
Power figures rest on the tool's default switching activity, not on a simulated workload.
